==> ./run.sh <==
#!/bin/bash
# OpenROAD 26Q1-2900-gdf79404cd8, Yosys 0.63+post, stock flow scripts
make -C /OpenROAD-flow-scripts/flow DESIGN_CONFIG=/design/flow/config.mk WORK_HOME=/design/flow/orfs finish
==> ./config.mk <==
export PLATFORM = sky130hd
export DESIGN_NAME = master
export DESIGN_NICKNAME = master
export VERILOG_FILES = /design/flow/design.v
export SDC_FILE = /design/flow/constraint.sdc
export NUM_CORES = 4
export LEC_CHECK = 1
export CORE_UTILIZATION = 40
==> ./constraint.sdc <==
current_design master

set clk_period 5.3
set clk_io_pct 0.2

create_clock -name clk0 -period $clk_period [get_ports {HCLK}]

set non_clock_inputs [all_inputs -no_clocks]
set_input_delay [expr $clk_period * $clk_io_pct] -clock clk0 $non_clock_inputs
set_output_delay [expr $clk_period * $clk_io_pct] -clock clk0 [all_outputs]
==> ./design.v <==
`timescale 1ns / 1ps
module master
   (
    input enable,
    input [31:0] addr,
    input [31:0] w_data,
    input [1:0] htrans,
    input [2:0] hsize,
    input hwrite,
    input [1:0] hselx,
    input [2:0]hburst,
    input HCLK,
    input HRESETn,
    input HREADY,
    input HRESP,
    input [31:0] HRDATA,
    output [1:0] HSELx,
    output   HWRITE,
    output reg [31:0] HADDR,
    output reg [31:0] HWDATA,
    output reg [2:0]  HSIZE,
    output reg [2:0]  HBURST,
    output reg [1:0] HTRANS,
    output reg [31:0] data_out
    );
    parameter IDLE=0 , WRITE = 1 , READ = 2  ; 
      parameter SINGLE     = 3'b000;
      parameter INCR       = 3'b001;
      parameter WRAP4      = 3'b010;
      parameter INCR4      = 3'b011;
      parameter WRAP8      = 3'b100;
      parameter INCR8      = 3'b101;
      parameter WRAP16     = 3'b110;
      parameter INCR16     = 3'b111;
    parameter ERROR=1;  
    reg [1:0] current_state , next_state;
    reg [10:0] burst_counter , wrap_counter;
    reg half_of_wrap;
    reg burst_counter_busy_flag,wrap_counter_busy_flag, HREADY_flag;
    reg [31:0] HWDATA_reg_c,HWDATA_reg_d;
    reg [31:0] temp_addr;   
    reg [31:0] wrap , address;
    assign HSELx = hselx;
    assign HWRITE = hwrite;
    always @ (*) begin
        case (hburst) 
            WRAP4: begin
                wrap= ((temp_addr >> 4) <<4);
                address = wrap + 16;
            end
            WRAP8: begin
                wrap= ((temp_addr >> 5) <<5);
                address = wrap + 32;
            end
            WRAP16: begin
                wrap= ((temp_addr >> 6) <<6);
                address = wrap + 64;
            end
            default : begin
                wrap =0;
                address =0;
            end
        endcase
    end
    always @(posedge HCLK or negedge HRESETn ) begin
        if(!HRESETn) begin
            current_state <= IDLE;
        end
        else begin
            current_state <= next_state;
        end
    end
     always @(*) begin
        case(current_state) 
            IDLE: begin
                if(enable) begin
                    if(HRESP == ERROR) begin
                       next_state = IDLE; 
                    end    
                    else if(hwrite) begin
                        next_state = WRITE;
                    end
                    else begin
                        next_state = READ;
                    end
                end
                else begin
                    next_state = IDLE;
                end
            end
            WRITE: begin 
                if(enable) begin
                    if(HREADY) begin
                        if(HRESP == ERROR) begin
                           next_state = IDLE; 
                        end    
                        else if(hwrite) begin
                            next_state = WRITE;
                        end
                        else begin
                            next_state = READ;
                        end
                    end
                    else begin
                        next_state =next_state ;
                    end
                end
                else begin
                    next_state =IDLE ;
                end
            end
            READ: begin
                if(enable) begin
                    if(HREADY) begin
                        if(HRESP == ERROR) begin
                           next_state = IDLE; 
                        end    
                        else if(hwrite) begin
                            next_state = WRITE;
                        end
                        else begin
                            next_state = READ;
                        end
                    end
                    else begin
                        next_state =next_state ;
                    end
                end
                else begin
                    next_state =IDLE ;
                end
            end
            default: begin
                next_state = IDLE;
            end
        endcase
    end
    always @(*) begin
        case(current_state)
            IDLE: begin
                HADDR=0;
                HWDATA=0;
                HSIZE=0;
                HBURST=0;
                HTRANS=0;
                data_out=0;
            end
            WRITE: begin
              if(~HREADY) begin
                HWDATA=HWDATA_reg_c;
              end
              else begin
                HWDATA=HWDATA_reg_d;
              end
                HSIZE=hsize;
                HBURST=hburst;
                HTRANS=htrans;
                data_out=data_out;
                case (HBURST)
                    INCR, INCR4, INCR8, INCR16: HADDR=burst_counter;
                    WRAP4, WRAP8, WRAP16 :  HADDR=wrap_counter;
                    SINGLE : HADDR= addr;
                endcase
            end
            READ: begin
               if(~HREADY) begin
                HWDATA=HWDATA_reg_c;
              end
              else begin
                HWDATA=HWDATA_reg_d;
              end
                HSIZE=hsize;
                HBURST=hburst;
                HTRANS=htrans;
                data_out = HRDATA;
                case (HBURST)
                    INCR, INCR4, INCR8, INCR16: HADDR=burst_counter;
                    WRAP4, WRAP8, WRAP16 :  HADDR=wrap_counter ;
                    SINGLE : HADDR= addr;
                endcase
            end
            default: begin
                data_out=0;
                HADDR=0;
                HWDATA=0;
                HSIZE=0;
                HBURST=0;
                HTRANS=0;
            end
        endcase 
    end
     always @(posedge HCLK or negedge HRESETn ) begin
         if(!HRESETn) begin
            burst_counter <=0;
            burst_counter_busy_flag <=0;
        end
        else begin
            if(HREADY) begin
                if ( htrans == 2 )  begin
                    burst_counter <= addr;
                    temp_addr <= addr;
                end
                else if (htrans == 3) begin
                    case (hburst) 
                        INCR: begin
                            if(~burst_counter_busy_flag ) begin
                                burst_counter <= burst_counter+4;
                            end
                            else begin
                                burst_counter_busy_flag  <=0;
                            end
                        end
                        INCR4: begin
                            if(~burst_counter_busy_flag ) begin
                                if(burst_counter < temp_addr +12 ) begin
                                    burst_counter <= burst_counter+4;
                                end
                            end    
                            else begin
                                burst_counter_busy_flag  <=0;
                            end
                        end
                        INCR8: begin
                            if(~burst_counter_busy_flag ) begin
                                if(burst_counter < temp_addr +28 ) begin
                                    burst_counter <= burst_counter+4;
                                end
                            end    
                            else begin
                                burst_counter_busy_flag  <=0;
                            end
                        end
                        INCR16: begin
                            if(~burst_counter_busy_flag ) begin
                                if(burst_counter < temp_addr +60 ) begin
                                    burst_counter <= burst_counter+4;
                                end
                            end    
                            else begin
                                burst_counter_busy_flag  <=0;
                            end
                        end
                        default : begin
                            burst_counter <=burst_counter;
                        end
                    endcase
                end
                else if (htrans == 1 ) begin
                    if(burst_counter_busy_flag) begin
                         burst_counter <=burst_counter;
                    end     
                     else begin 
                         burst_counter <=burst_counter +4 ;
                         burst_counter_busy_flag <=1;
                     end    
                end
                else begin
                    burst_counter <=burst_counter;
                end
            end
            else if (htrans == 1 )begin
                if(~burst_counter_busy_flag) begin
                    burst_counter <=burst_counter + 4;
                    burst_counter_busy_flag <=1;
                end
                else begin 
                    burst_counter <=burst_counter  ;                    
                end 
            end
        end
     end
    always @(posedge HCLK or negedge HRESETn ) begin
         if(!HRESETn) begin
            HWDATA_reg_c <= 0;
            HWDATA_reg_d <=0;
        end
        else begin
            if(HREADY ) begin
                HWDATA_reg_c <= w_data;
                HWDATA_reg_d <=HWDATA_reg_c;
            end
        end
     end
      always @(posedge HCLK or negedge HRESETn ) begin
         if(!HRESETn) begin
            wrap_counter <= 0;
            wrap_counter_busy_flag <=0;
        end
        else begin
            if(HREADY) begin
                if(htrans == 2) begin
                    wrap_counter <= addr;
                end
                else if (htrans == 3) begin
                    if(~wrap_counter_busy_flag) begin
                        if(wrap_counter >= address - 4) begin
                            wrap_counter <= wrap;
                        end
                        else begin
                            wrap_counter <= wrap_counter+4;
                        end
                    end
                    else begin
                       wrap_counter_busy_flag <=0;                
                    end
                end
                else if (htrans == 1 ) begin
                    if(wrap_counter_busy_flag) begin
                         wrap_counter <=wrap_counter;
                    end     
                    else begin 
                         wrap_counter <=wrap_counter +4 ;
                         wrap_counter_busy_flag <=1;
                    end    
                end
            end
            else begin
                if(~wrap_counter_busy_flag) begin
                    wrap_counter <=wrap_counter + 4;
                    wrap_counter_busy_flag <=1;
                end
                else begin 
                    wrap_counter <=wrap_counter  ;
                end 
            end
         end 
      end
endmodule
==> reports/qor.txt <==
CTS root buf = clkbuf_16
met2 Track Usage GR = 0.454
Main logic family = simple AND/OR/NAND/NOR gates
CP max stage delay = 980 ps
endpoint class of the critical path = register
Worst Skew = 14.1 ps
Hold Violations, Final = 0
Post-synth regs = 156
Core Region = 0.0279 mm2
largest net degree at the start of global routing = 64
Layout area overhead = 27.7%
total inserted antenna cells = 0
cts hold-fix bufs = 0
height of the die = 171 um
Final Cycle Share = 0.920
Reg power frac = 0.389
Pleak = 5.76 nW
DP HPWL = 29600 um
fin cells = 1995
setup_tns = 0 ps
RSZ-0062 raised after global routing = false
first-pass GRT wire length = 63200 um
PostCTS Resize Cnt = 0
top-count cell post-synth = nand2_1
initial antenna violation count = 0
1st-iter DRT viols = 1134
top cell type by total area after synthesis = dfrtp_1
crit start category = input port
vias per cell = 5.69
row count = 61
endpoints left unconstrained = 68
net switching power = 1.11 mW
Most Crowded Layer GR = met2
vias = 11400
Slew @ Worst Pin = 1100 ps
grt ovf = 0
ys cells = 1421
Post-Place Cells = 1963
adder-cell area share of the yosys netlist = 0.0471
post-synthesis cell type count = 88
total setup buffers inserted after CTS = 0
Clock transition at path regs = 70 ps
main area contributors = dfrtp_1 20%, edfxtp_1 8.4%, nand2_1 7.1%, ha_1 4.7%, dlxtn_1 4.5%
cell mode on critical path = buf_4
Detail Route Antenna Nets = 0
Max-Cap Viols = 0
kind of critical path = in -> reg
Cell Int Power = 2.11 mW
fmax = 205 MHz
core utilization at floorplan = 0.409
vias in the first global route = 10700
IO Count = 219
slew margin rel. = 0.259
post-synthesis instance total = 1421
met1 Usage GRT = 0.426
met3 Use GR = 0.0488
top cells by count, synth = 217 x nand2_1, 114 x nor2_1, 99 x a21oi_1
GPL Wtd Cong = 1.05
DIE AREA = 0.0292 mm2
crit-path max FO = 14
most used flip-flop cell = dfrtp_1
AO/OA Area Share = 0.180
register pins left without a clock = 34
Comb power frac = 0.256
path type of the worst min-delay path = reg -> reg
die width = 171 um
Worst-Skew Late Latency = 420 ps
Synth Area in XOR/XNOR = 0.0575
PD cells = 221 mW/mm2
clock tree from TritonCTS = done
Top-area cell share = 0.197
DRC = 0
Syn Std Cell Area = 0.0114 mm2
outcome = finished clean
Num CTS Buffers = 17
fill count = 2620
and+or+nand+nor area frac = 0.281
critical path cell sequence = clkdlybuf4s50_1, buf_4, or2_1, a211oi_2, o32ai_1, nor4_1, buf_4, o211a_1, a41oi_1, nor2_1, o21ai_0, nor4_4, and4_4, a221oi_1, a211oi_1
drt total wl = 40400 um
Log Warnings = 30
slowest cell on the critical path = nor4_1
Peak VDD IR = 0.212 mV
wire length per cell = 20.2 um
Synth Warn # = 1
crit path DAT = 5210 ps
min Tclk post-route = 4880 ps
CTS max path bufs = 2
layout cells sized above 1 = 0.0996
Final Max Slew Viols = 0
Synth Area per Inst = 8.04 um2
Yosys chip area = 0.0114 mm2
drt pass-1 iters = 5
H-tree depth = 4
# setup viols final = 0
Sw Share = 0.345
Clk pwr share = 0.355
CP Data Required Time = 5630 ps
port bufs = 214
ys async rst share = 0.577
Post-synth EDFFs = 32
gr usage total = 0.290
area fraction in mux cells = 0.0549
[final timing paths]
path                                        from                to  slack [ps]  cells past startpoint
worst max-delay path                   hburst[2]  wrap_counter[10]         420                     15
worst min-delay path            HWDATA_reg_c[14]  HWDATA_reg_c[14]         490                      2
worst max register to register      temp_addr[5]  wrap_counter[10]         450                     14
worst min register to register  HWDATA_reg_c[14]  HWDATA_reg_c[14]         490                      2
max in group asynchronous                HRESETn  HWDATA_reg_d[14]        3610                      2
min in group asynchronous                HRESETn   HWDATA_reg_c[7]         660                      1
[area by class of cell]
type                    instances  area [um2]  area share
clock buffers                  17         425      0.0292
flip-flops and latches        156        3720       0.255
well taps                     378         473      0.0324
clock inverters                15         146      0.0100
repair buffers                276        2610       0.179
inverters                      30         113     0.00772
multi-input cells            1123        7100       0.486
[state kept, by name, summed over array words and instances (netlist names)]
register and flops:
HWDATA_reg_c 32, HWDATA_reg_d 32, burst_counter 11, burst_counter_busy_flag 1, current_state 2, data_out 32
next_state 2, temp_addr 32, wrap_counter 11, wrap_counter_busy_flag 1
[routing by layer]
layer	wire length (um)	part of all wire
met3	3030	0.075
met1	17500	0.43
met4	1210	0.030
met2	18600	0.46
met5	0	0
[worst max-delay path, delay by kind of cell]
family                 cells  cell delay (ps)
AND/OR/NAND/NOR            5             2140
buffers and inverters      3              990
AND-OR/OR-AND              7             1010
[cell families (layout without fill, tap and decap cells)]
family / Yosys count / in the layout
and+or+nand+nor: 634 / 634
AOI/OAI and AO/OA: 313 / 313
buffers and inverters: 142 / 338
DFF: 122 / 122
xor gates and xnor gates: 75 / 75
muxes: 58 / 58
adders and majority gates: 43 / 43
latches: 34 / 34
[power groups by stage]
stage                 combinational (mW)  clock (mW)  sequential (mW)
after CTS                          0.823        1.17             1.25
after global routing               0.927        1.21             1.27
final                              0.824        1.14             1.25
[cell usage in the layout (no fill, tap or decap), types with 25 or more instances in the layout]
| cell | n |
|---|---|
| edfxtp_1 | 32 |
| and2_1 | 59 |
| inv_1 | 30 |
| dfrtp_1 | 90 |
| nand2_1 | 217 |
| xor2_1 | 25 |
| nor2_1 | 114 |
| dlxtn_1 | 34 |
| xnor2_1 | 50 |
| o21ai_0 | 57 |
| nor3_1 | 31 |
| ha_1 | 42 |
| buf_4 | 63 |
| clkdlybuf4s50_1 | 211 |
| nand4_1 | 32 |
| mux2_2 | 37 |
| a21oi_1 | 99 |
| nand3_1 | 46 |
[stage by stage]
step / util / hold slack [ps] / instance area, um2 / total power [mW] / worst slack, ps
floorplan: - / 452 / 11400 / 1.75 / 795
global placement: 0.502 / 466 / 14000 / 2.08 / 64.1
detailed placement: 0.502 / 474 / 14000 / 2.08 / 6.73
CTS: 0.522 / 493 / 14600 / 3.24 / 440
global route: 0.522 / 512 / 14600 / 3.41 / 90.2
finish: 0.522 / 487 / 14600 / 3.22 / 423
Power is estimated from default activity; no workload was simulated.
