## design.v

```verilog
`timescale 1ns / 1ps
module Multiplexor(
	input [31:0]HRDATA1,
	input [31:0]HRDATA2,
	input [31:0]HRDATA3,
	input [31:0]HRDATA4,
	input HRESP1,
	input HRESP2,
	input HRESP3,
	input HRESP4,
	input HREADYOUT1,
	input HREADYOUT2,
	input HREADYOUT3,
	input HREADYOUT4,
	input [1:0]SEL,
	output reg [31:0]HRDATA,
	output reg HREADYOUT,
	output reg HRESP);
   always@(*)begin
         if (SEL==0)begin
            HRDATA=HRDATA1;
            HREADYOUT=HREADYOUT1;
            HRESP=HRESP1;
         end
         else if(SEL==1)begin
            HRDATA=HRDATA2;
            HREADYOUT=HREADYOUT2;
            HRESP=HRESP2;
         end
         else if(SEL==2)begin
            HRDATA=HRDATA3;
            HREADYOUT=HREADYOUT3;
            HRESP=HRESP3;
        end
        else if(SEL==3)begin
            HRDATA=HRDATA4;
            HREADYOUT=HREADYOUT4;
            HRESP=HRESP4;
        end
        else begin
            HRDATA=HRDATA;
            HREADYOUT=HREADYOUT;
            HRESP=HRESP;
        end
   end
endmodule
```

## run.sh

```bash
#!/bin/bash
# OpenROAD 26Q1-2900-gdf79404cd8, Yosys 0.63+post, stock flow scripts
make -C /OpenROAD-flow-scripts/flow DESIGN_CONFIG=/design/flow/config.mk WORK_HOME=/design/flow/orfs finish
```

## config.mk

```make
export PLATFORM = sky130hd
export DESIGN_NAME = Multiplexor
export DESIGN_NICKNAME = Multiplexor
export VERILOG_FILES = /design/flow/design.v
export SDC_FILE = /design/flow/constraint.sdc
export NUM_CORES = 4
export LEC_CHECK = 1
export CORE_AREA = 10 10 108 108
export DIE_AREA = 0 0 118 118
```

## constraint.sdc

```tcl
current_design Multiplexor

set clk_period 4.1
set clk_io_pct 0.2

create_clock -name clk0 -period $clk_period

set non_clock_inputs [all_inputs -no_clocks]
set_input_delay [expr $clk_period * $clk_io_pct] -clock clk0 $non_clock_inputs
set_output_delay [expr $clk_period * $clk_io_pct] -clock clk0 [all_outputs]
```

==> out/results.ini <==
[run_status]
status = complete, no violations

[die]
fp_util_pct = 14.9
dieArea_sq_um = 13900
die_width_microns = 118
row_count = 35
die_h_microns = 118
io_pins = 172
core_sq_um = 9280

[place]
dp_hpwl_microns = 5770
placedCellCount = 405
routabilityCongestion = 0.763
io_buffer_count = 172

[logic_synthesis]
synth.avg_cell_area_sq_um = 18.0
ys_warn_count = 1
synth_cell_types = 8
flop_cell = dlxtn_1
ys_chip_area_sq_um = 1390
top_cells_by_count = dlxtn_1, mux4_2, mux4_1
ys.flops = 34
ys_async_sr_fraction_pct = 0
top_area_share_pct = 48.8
synthTopCellsByArea = mux4_2, dlxtn_1, mux4_1
edf_count = 0
post-synth-top-area-cell = mux4_2
ys_cells = 77
syn_area_sq_um = 1390
syn_inst = 77
synth.most_common_cell = dlxtn_1

[timing]
unclocked_pins = 34
fmax_mhz = 281
worst_slew_margin_rel_pct = 56.8
rsz0062_at_grt = no
untimed_endpoints = 34
post-route-period-util_pct = 86.8
setup_viol = 0
hold_viol = 0
worst_slew_pin_slew_ns = 0.649
tns_ns = 0
fin_crit_ns = 3.56
maxSlewViolCount = 0

[power_and_ir_drop]
powerDensity_nw_per_um2 = 84.7
finalPower_w = 0.000280
ir_worst_vdd_mv = 0.0648
p_leak_nw = 1.30

[clock_tree]
cts_resized = 0
cts_setup_buffers = 0
cts_hold_buf = 0

[job]
maxCapViolCount = 0
log.warning_count = 32

[worst_setup_path]
crit_fanout = 34
arrival_ns = 2.74
critical_path_class = input pin to output port
cpMaxStageDelayCell = mux4_1
crit_chain = buf_2 -> buf_4 -> mux4_1 -> dlxtn_1 -> clkdlybuf4s50_1
cp-start-kind = input pin
cp_num_buf_inv = 3
critPathMaxStageDelay_ns = 0.65
cp-end-kind = output port
cp_top_family = buffers and inverters
critPathRequiredTime_ns = 3.28

[drt]
totalWireLength_microns = 6270
num_vias = 1438
wl_per_cell_microns = 15.5
first_iter_violations = 21
drc = 0
ant_nets = 0
antenna_cells = 0
post_drt_via_cell_ratio = 3.55
firstDrtPassIters = 3

[global_routing]
grt-ovfl-total = 0
grtUsageMet1_pct = 9.68
use_met2_pct = 15.6
grt_usage_pct = 8.79
grt_pass1_wl_microns = 9580
grt_pass1_vias = 1667
grt_max_degree = 35
grt_antenna_before_repair = 0
grtUsageMet3_pct = 4.62
top_usage_layer = met2

[layout]
layout.cells.non_filler = 405
area_growth_pct = 139
fin_util_pct = 35.6
drive_gt1_share_pct = 12.3

==> cells by family after synthesis <==
| kind of cell | synth area share, % |
|---|---|
| multiplexers | 56.4 |
| other | 0.271 |
| latches | 36.9 |
| buffers and inverters | 6.50 |
==> stage by stage <==
stage,setup slack [ns],area (sq um)
4_1_cts,0.481,3310
2_1_floorplan,1.49,1510
3_5_place_dp,0.490,3310
6_report,0.542,3310
3_3_place_gp,0.475,3310
5_1_grt,0.392,3310
==> metal layers <==
metal / up-vias / routed length [microns]
met5: - / 0
met4: 0 / 0
met3: 0 / 857
met2: 97 / 3210
met1: 649 / 2200
li1: 692 / -
==> how the worst max path moves through the flow <==
| stage | start | endpoint | slack, ns | cells after the start |
|---|---|---|---|---|
| 6_report | SEL[0] | HRDATA[31] | 0.54 | 5 |
| 5_1_grt | SEL[0] | HRDATA[31] | 0.39 | 5 |
| 4_1_cts | SEL[0] | HRDATA[31] | 0.48 | 5 |
==> report_power, final <==
group	switching (W)	total (W)	leakage [nW]	internal [W]
combinational	0.0000479	0.000240	1.03	0.000192
clock	0	0	0	0
sequential	0.00000397	0.0000404	0.276	0.0000364
total	0.0000519	0.000280	1.30	0.000228
==> state kept, by name (all words and copies together), names as in the netlist <==
name / cells
HREADYOUT: 1
HRDATA: 32
HRESP: 1
==> cells in the final DEF (no fill, tap or decap) <==
cell	synthesis	layout
conb_1	1	34
mux4_2	30	30
dlxtn_1	34	34
mux4_1	4	4
clkdlybuf4s50_1	0	170
buf_2	3	2
buf_4	0	2
==> area by class of cell <==
class / count / area, sq um
fillers: 922 / 5980
well taps: 129 / 161
flip-flops and latches: 34 / 510
repair buffers: 174 / 1730
multi-input cells: 68 / 908
Power is estimated from default activity; no workload was simulated.
